<file path="run.sh">
#!/bin/bash
# OpenROAD 26Q1-2900-gdf79404cd8, Yosys 0.63+post, stock flow scripts
make -C /OpenROAD-flow-scripts/flow DESIGN_CONFIG=/design/flow/config.mk WORK_HOME=/design/flow/orfs finish
</file>
<file path="config.mk">
export PLATFORM = sky130hd
export DESIGN_NAME = digital_lock
export DESIGN_NICKNAME = digital_lock
export VERILOG_FILES = /design/flow/design.v
export SDC_FILE = /design/flow/constraint.sdc
export NUM_CORES = 4
export LEC_CHECK = 1
export CORE_UTILIZATION = 50
</file>
<file path="constraint.sdc">
current_design digital_lock

set clk_period 5.7
set clk_io_pct 0.2

create_clock -name clk0 -period $clk_period [get_ports {clk}]

set non_clock_inputs [all_inputs -no_clocks]
set_input_delay [expr $clk_period * $clk_io_pct] -clock clk0 $non_clock_inputs
set_output_delay [expr $clk_period * $clk_io_pct] -clock clk0 [all_outputs]
</file>
<file path="design.v">
module digital_lock(
input clk, rst, add_profile, d3_in,
input [3:0] profile_selected,
input [3:0] row,
output [3:0] col,
output [1:0] high, low,
output valid, 
output reg locked,
output [6:0] dis_code0, dis_code1, dis_code2, dis_code3
);
wire [15:0] code;
reg [15:0] pass_code;
wire input_done;
wire [3:0] t_prof_sel, t_add_prof;
wire divclk;
reg [24:0] divcntr;
reg [15:0] d3_fix;
assign t_add_prof = add_profile;
assign t_prof_sel = profile_selected;
assign divclk = divcntr[15];						 
assign high = 2'b11;
assign low = 2'b00;
input_password in_pass (divclk, rst, row, col, input_done, code);
profiles prof (divclk, (rst | ~input_done), t_add_prof, code, t_prof_sel, valid);
disp_7segment disp1 (pass_code[3:0]  , dis_code0);
disp_7segment disp2 (pass_code[7:4]  , dis_code1);
disp_7segment disp3 (pass_code[11:8] , dis_code2);
disp_7segment disp4 (pass_code[15:12], dis_code3);
always@ (posedge divclk)
begin
	if (rst)
	begin
		pass_code = 16'd0;
	end
	else if (input_done)
		pass_code = code;
	else
		pass_code = 16'd0;
end
always@(posedge clk)
	divcntr <= divcntr + 25'd1;
always@ (posedge divclk)
begin
	if(rst)
	begin
		d3_fix = 15'hffff;
		locked = 1'b0;
	end
	else if (!locked)
		locked = ~(&d3_fix);
	else
	begin
		locked = 1'b1;
	end
	d3_fix = (d3_fix<<1) + d3_in;
end
endmodule
module disp_7segment(
input [3:0] in,
output reg [6:0] segment);
always @(in)
casex (in)
	4'd0  : segment = 7'b1000000;
	4'd1  : segment = 7'b1111001;
	4'd2  : segment = 7'b0100100;
	4'd3  : segment = 7'b0110000;
	4'd4  : segment = 7'b0011001;
	4'd5  : segment = 7'b0010010;
	4'd6  : segment = 7'b0000010;
	4'd7  : segment = 7'b1111000;
	4'd8  : segment = 7'b0000000;
	4'd9  : segment = 7'b0010000;
	4'd10 : segment = 7'b0001000;
	4'd11 : segment = 7'b0000011;
	4'd12 : segment = 7'b1000110;
	4'd13 : segment = 7'b0100001;
	4'd14 : segment = 7'b0000110;
	4'd15 : segment = 7'b0001110;
	default : segment = 7'b1111111;
endcase
endmodule
module input_password(
input clk, rst,
input [3:0] row,
output [3:0] col,
output cycle_complete,
output [15:0] code
);
wire [15:0] number;
reg [2:0]count = 0;
wire done;
reg received;
kypd u1 (clk, rst, received, row, col, done, number);
assign cycle_complete = done;
assign code = number;
endmodule
module kypd(
input clk, rst, received,
input [3:0] row, 
output [3:0] col,
output reg new_cycle,
output reg [15:0] number
);
parameter [1:0] col0 = 2'd0, col1 = 2'd1, col2 = 2'd2, col3 = 2'd3;
reg [15:0] button;
reg [1:0] state;
reg [2:0] button_pressed_count;
reg [4:0] count;
reg [11:0] temp_number;
reg [3:0] temp;
wire button_pressed;
assign button_pressed = |button;										 
assign col[0] = (state == col0) ? 1'b0 : 1'b1; 
assign col[1] = (state == col1) ? 1'b0 : 1'b1;
assign col[2] = (state == col2) ? 1'b0 : 1'b1;
assign col[3] = (state == col3) ? 1'b0 : 1'b1;
always@(posedge clk or posedge rst) 
begin
	if(rst) 
	begin
		state <= col0;
	end
	else
	begin
		state <= state + 2'd1;
	end
end
always@(negedge clk) 
begin
	case(state)
		col0: 
		begin
			button[1]  <= ~row[0];  
			button[4]  <= ~row[1];  
			button[7]  <= ~row[2];  
			button[0]  <= ~row[3];  
		end
		col1: 
		begin
			button[2]  <= ~row[0];  
			button[5]  <= ~row[1];  
			button[8]  <= ~row[2];  
			button[15] <= ~row[3];  
		end
		col2: 
		begin
			button[3]  <= ~row[0];  
			button[6]  <= ~row[1];  
			button[9]  <= ~row[2];  
			button[14] <= ~row[3];  
		end
		col3: 
		begin
			button[10] <= ~row[0];  
			button[11] <= ~row[1];  
			button[12] <= ~row[2];  
			button[13] <= ~row[3];  
		end
	endcase
end
always@ (negedge clk) 
begin
	casex(button)
		16'b1xxxxxxxxxxxxxxx: temp = 4'hf;
		16'b01xxxxxxxxxxxxxx: temp = 4'he;
		16'b001xxxxxxxxxxxxx: temp = 4'hd;
		16'b0001xxxxxxxxxxxx: temp = 4'hc;
		16'b00001xxxxxxxxxxx: temp = 4'hb;
		16'b000001xxxxxxxxxx: temp = 4'ha;
		16'b0000001xxxxxxxxx: temp = 4'h9;
		16'b00000001xxxxxxxx: temp = 4'h8;
		16'b000000001xxxxxxx: temp = 4'h7;
		16'b0000000001xxxxxx: temp = 4'h6;
		16'b00000000001xxxxx: temp = 4'h5;
		16'b000000000001xxxx: temp = 4'h4;
		16'b0000000000001xxx: temp = 4'h3;
		16'b00000000000001xx: temp = 4'h2;
		16'b000000000000001x: temp = 4'h1;
		16'b0000000000000001: temp = 4'h0;
	endcase
end
always@(negedge button_pressed,posedge rst)
begin
	if (rst)
	begin
		button_pressed_count = 0;
		new_cycle = 0;
		number = 0;
		temp_number = 0;
	end
	else if(received)
	begin
		button_pressed_count = 0;
		new_cycle = 0;
		number = 0;
		temp_number = 0;
	end
	else if(button_pressed_count == 3'd3)
	begin
		number = {temp_number,temp};
		button_pressed_count = button_pressed_count + 1;
		new_cycle = 1'b1;
	end
	else if(button_pressed_count == 3'd2)
	begin
		temp_number[3:0] = temp;
		button_pressed_count = button_pressed_count + 1;
		new_cycle = 1'b0;
	end
	else if(button_pressed_count == 3'd1)
	begin
		temp_number[7:4] = temp;
		button_pressed_count = button_pressed_count + 1;
		new_cycle = 1'b0;
	end
	else if(button_pressed_count == 3'd0)
	begin
		temp_number[11:8] = temp;
		button_pressed_count = button_pressed_count + 1;
		new_cycle = 1'b0;
	end
	else if(button_pressed_count == 3'd4)
	begin
		button_pressed_count = 0;
		new_cycle = 0;
		number = 0;
		temp_number = 0;
	end
end
endmodule
module profiles(
input clk, rst, write,
input [15:0] password,
input [3:0] selected_profile,
output valid
);
reg [15:0] profile [3:0];
reg [3:0] t_sel_prof;
reg [15:0] t_pass;
reg t_wr;
reg out;
assign valid = out;
always@ (posedge clk)
begin
	if(!rst)
	begin
		t_sel_prof  <= selected_profile;
		t_wr  <= write;
		t_pass <= password;
	end
end
always@ (t_wr, t_sel_prof, t_pass)
begin
	if(rst)
		out = 1'b0;
	else if (t_wr)
	begin
		profile[t_sel_prof] = t_pass;
		out = 1'b0;
	end
	else
	begin
		if (profile[t_sel_prof] == t_pass)
		begin
			out = 1'b1;
		end
		else
			out = 1'b0;
	end
end
endmodule
</file>
==> results.sh <==
# implementation run metrics
export IMPL_die_area_um2=14700
export IMPL_diodes=0
export IMPL_syn_area_per_cell_um2=11.4
export IMPL_drive_gt1_frac=0.0698
export IMPL_warnings=53
export IMPL_grt_overflow_total=0
export IMPL_grtUsageTotal=0.177
export IMPL_ctsRootBufferMaster="clkbuf_16"
export IMPL_synthCells=622
export IMPL_finalPower_mw=0.258
export IMPL_vias=4377
export IMPL_arrival_ps=3110
export IMPL_critPathLaunchType="input port"
export IMPL_maxCapViolCount=0
export IMPL_path_class="in2out"
export IMPL_cts_made_buffers=3
export IMPL_coreArea_um2=13900
export IMPL_io_pins=50
export IMPL_ctsHoldBuffers=0
export IMPL_rows=43
export IMPL_ir_worst_vdd_uv=171
export IMPL_ys_flops=197
export IMPL_finalNonFillerCells=825
export IMPL_aoi_share=0.0965
export IMPL_final_cell_mix="dlxtn_1 (64), dfxtp_1 (60), clkdlybuf4s50_1 (43), nand2_1 (41), nor2_1 (41)"
export IMPL_edf_count=39
export IMPL_tightestPinTransition_ps=860
export IMPL_period_minus_slack_ps=4250
export IMPL_portBuffers=43
export IMPL_critPathMaxFanout=17
export IMPL_ctsResizeCount=0
export IMPL_worstPathRequired_ps=4560
export IMPL_period_used=0.745
export IMPL_yosys_warnings=9
export IMPL_reg2regPathDepth=5
export IMPL_muxShareOfSynthArea=0.0620
export IMPL_finalMaxSlewViolations=0
export IMPL_xor_share=0.0370
export IMPL_ant_nets=0
export IMPL_die_h_um=121
export IMPL_drtIter0Drc=161
export IMPL_area_growth_synth_to_final_pct=9.18
export IMPL_fp_dieW_um=121
export IMPL_async_flop_share=0.168
export IMPL_via_per_inst=5.31
export IMPL_dr_pass1_iters=4
export IMPL_setup_viol_count_final=0
export IMPL_p_per_area_nw_per_um2=33.3
export IMPL_path_clk_slew_ps=40
export IMPL_dp_cells=822
export IMPL_maxSlewHeadroom=0.427
export IMPL_end_kind="output pin"
export IMPL_untimed_endpoints=253
export IMPL_ys_types=52
export IMPL_hold_path_depth=1
export IMPL_finalHoldViolCount=0
export IMPL_gp_congestion=0.801
export IMPL_skew_ps=2.01
export IMPL_placed_cell_area_um2=7680
export IMPL_max_freq_mhz=235
export IMPL_lay_top_count="dlxtn_1"
export IMPL_post_cts_buffers=0
export IMPL_htree_levels=1
export IMPL_yosys_cells=622
export IMPL_rsz0062_at_grt="no"
export IMPL_status="finished, final reports clean"
export IMPL_fp_util=0.512
export IMPL_unclocked_regs=181
export IMPL_synth_area_um2=7100
export IMPL_yosys_area_share_simple=0.118
export IMPL_yosys_stat_area_um2=7100
export IMPL_cts_max_path_buffers=2
export IMPL_grt_max_degree=68
export IMPL_ys_sh_adder=0.0581
export IMPL_design_area_um2=7750
export IMPL_hold_slack_ps=428
export IMPL_flop_cell="dlxtn_1"
export IMPL_logic_family="simple AND/OR/NAND/NOR gates"
export IMPL_insertion_delay_ps=240
export IMPL_grt_pass1_vias=4073
export IMPL_wl_per_cell_um=14.3
export IMPL_grt_first_pass_wirelength_mm=19.9
export IMPL_antenna_found_initial=0
export IMPL_drc=0
export IMPL_dp_hpwl_mm=8.28
export IMPL_tns_ps=0
export IMPL_routed_wl_mm=11.8
export IMPL_p_leak_nw=3.06
export IMPL_cts_tree="done"
export IMPL_min_path_type="reg2reg"
==> worst paths after layout <==
check	startpoint	endpoint	slack [ps]
worst min-delay path	divcntr[15]	divcntr[15]	430
worst max-delay path	rst	valid	1450
worst min register to register	divcntr[15]	divcntr[15]	430
worst max register to register	divcntr[2]	divcntr[15]	4210
==> worst max-delay path, stage by stage <==
cell,delay [ps]
clkdlybuf4s50_1,630
inv_1,200
nand2_1,90
nor3_1,200
nand3_1,110
nor4_2,240
clkdlybuf4s50_1,490
==> metrics by stage <==
step | setup WS (ps) | util
6_report | 1450 | 0.559
5_1_grt | 1260 | 0.559
4_1_cts | 1430 | 0.559
3_5_place_dp | 1430 | 0.553
3_3_place_gp | 1480 | 0.553
2_1_floorplan | 1960 | -
==> kinds of logic after synthesis <==
kind of cell | after synthesis
AND/OR/NAND/NOR | 167
flip-flops | 133
AND-OR/OR-AND | 101
buffers and inverters | 68
latches | 64
adder cells (fa/ha/maj) | 33
XOR/XNOR | 30
multiplexers | 24
other | 2
==> Yosys cell counts, drive strengths merged (4+ instances only) <==
cell     n  area (µm²)
o31ai    5        37.5
buf      8        53.8
mux4    16         360
o311ai   5        43.8
o21ai   22         110
nor4     9        62.6
o22ai    4        25.0
inv     35         131
dfxtp   61        1220
xor2    17         149
nand2   41         154
a22o    16         140
or2     16         100
nor3    10        50.1
nor2b    7        43.8
dlxtn   64         961
edfxtp  39        1170
dfrtn   31         776
nor4bb   4        40.0
mux2i    8        80.1
nand4    6        37.5
ha      33         413
nand2b   7        43.8
nor2    41         154
a21o     5        37.5
xnor2   13         114
a32oi    4        35.0
a21oi   23         115
nand3   16        80.1
clkbuf  25        93.8
==> per-layer routing <==
metal | global-route usage | up-vias | part of all wire
li1 | - | 2211 | -
met1 | 0.313 | 2086 | 0.51
met2 | 0.273 | 71 | 0.47
met3 | 0.0106 | 9 | 0.020
met4 | 0.00540 | 0 | 0.0031
met5 | 0 | - | 0
==> registers in the layout, indices dropped and copies added, names as in the netlist <==
register                         count
dis_code2                            7
in_pass.u1.new_cycle                 1
prof.t_sel_prof                      2
dis_code3                            7
dis_code1                            7
in_pass.u1.temp                      4
dis_code0                            7
divcntr                             16
in_pass.u1.temp_number              12
prof.t_pass                         16
in_pass.u1.state                     2
locked                               1
in_pass.u1.button                   16
prof.t_wr                            1
prof.profile                        64
d3_fix                              16
in_pass.u1.button_pressed_count      2
in_pass.u1.number                   16
==> where the power goes <==
part | internal [mW] | total (mW) | switching [mW]
Combinational | 0.00642 | 0.0144 | 0.00800
Sequential | 0.115 | 0.115 | 0
Clock | 0.0916 | 0.129 | 0.0378
==> layout make-up <==
class                           instances  area (µm²)
Inverter                               35         131
Clock buffer                            3        75.1
Tap cell                              180         225
Sequential cell                       197        4180
Timing Repair Buffer                   51         490
Fill cell                            1159        6130
Multi-Input combinational cell        359        2650
Power figures rest on the tool's default switching activity, not on a simulated workload.
